<file path="run.sh">
#!/bin/bash
# OpenROAD 26Q1-2900-gdf79404cd8, Yosys 0.63+post, stock flow scripts
make -C /OpenROAD-flow-scripts/flow DESIGN_CONFIG=/design/flow/config.mk WORK_HOME=/design/flow/orfs finish
</file>
<file path="config.mk">
export PLATFORM = sky130hd
export DESIGN_NAME = Dijkstra_handler
export DESIGN_NICKNAME = Dijkstra_handler
export VERILOG_FILES = /design/flow/design.v
export SDC_FILE = /design/flow/constraint.sdc
export NUM_CORES = 4
export LEC_CHECK = 1
export CORE_AREA = 10 10 112 112
export DIE_AREA = 0 0 122 122
</file>
<file path="constraint.sdc">
current_design Dijkstra_handler

set clk_period 3.0
set clk_io_pct 0.2

create_clock -name clk0 -period $clk_period [get_ports {clk_3125KHz}]
create_clock -name clk1 -period $clk_period [get_ports {clk_50M}]

set non_clock_inputs [all_inputs -no_clocks]
set_input_delay [expr $clk_period * $clk_io_pct] -clock clk0 $non_clock_inputs
set_output_delay [expr $clk_period * $clk_io_pct] -clock clk0 [all_outputs]
</file>
<file path="design.v">
module Dijkstra_handler(
	input clk_50M,
	input clk_3125KHz,                                       
	input EU_fault_flag,                            
	input CU_fault_flag,
	input RU_fault_flag,
	input pick_block_flag,
	input [1:0] block_location,
	input switch_key,
	input [4:0] realtime_pos,                  
	input [4:0] curr_node,					 
	output reg CPU_start,             
	output reg [4:0] start_point,        
	output reg [4:0] end_point,
	output reg ALL_DONE_FLAG = 0,             
	output reg [2:0]  fault_id = 0,						 
	output reg [1:0] fault_location = 0              
);
parameter IDLE_STATE = 3'b000;				 
parameter EU_FAULT = 3'b001;
parameter CU_FAULT = 3'b010;
parameter RU_FAULT = 3'b011;
parameter PICK_BLOCK = 3'b100;
parameter EU_RECTIFY = 3'b101;
parameter CU_RECTIFY = 3'b110;
parameter RU_RECTIFY = 3'b111;
reg [2:0] SWITCH_STATE = IDLE_STATE;
reg [3:0] PREV_SWITCH_STATE;
reg [1:0] counter_EU_fault = 0;					 
reg [1:0] counter_CU_fault = 0;
reg [1:0] counter_RU_fault = 0;
reg block_pick_counter = 0;
reg [1:0] counter_EU_rectify = 0;
reg [1:0] counter_CU_rectify = 0;
reg [1:0] counter_RU_rectify = 0;
reg check_flag = 0;
reg end_state = 0;
reg IDLE_state_counter = 0;
reg EU_rectify = 0;
reg CU_rectify = 0;
reg RU_rectify = 0;
reg [1:0] EU_fault_count = 0;
reg [1:0] CU_fault_count = 0;
reg [2:0] RU_fault_count = 0;
always@(posedge clk_50M) begin										 
	if (EU_fault_flag) EU_fault_count <= EU_fault_count + 1;
	if (CU_fault_flag) CU_fault_count <= CU_fault_count + 1;
	if (RU_fault_flag) RU_fault_count <= RU_fault_count + 1;
	if (EU_rectify) EU_fault_count <= EU_fault_count - 1;
	if (CU_rectify) CU_fault_count <= CU_fault_count - 1;
	if (RU_rectify) RU_fault_count <= RU_fault_count - 1;
end
always@(posedge clk_3125KHz) begin				
	if (switch_key) begin
		case (SWITCH_STATE) 
			IDLE_STATE: begin											 
				fault_location <= 2'b00;
				if (!IDLE_state_counter) begin
					if (EU_rectify) EU_rectify <= 0;
					if (CU_rectify) CU_rectify <= 0;
					if (RU_rectify) RU_rectify <= 0;
					IDLE_state_counter <= 1;
				end
				else begin
					if (EU_fault_count == 0 && EU_fault_count == 0 && EU_fault_count == 0 && realtime_pos == 0) ALL_DONE_FLAG <= 1;
					if( EU_fault_count != 0 ) SWITCH_STATE <= EU_FAULT;
					else begin
						if(realtime_pos != 0) end_state <= 1;
						if (end_state) begin
							start_point <= realtime_pos;
							end_point <= 5'd0;
							CPU_start <= 1;
							check_flag <= 1;
							if ((realtime_pos == 0) && check_flag) begin
								ALL_DONE_FLAG <= 0;
								end_state <= 0;
								check_flag <= 0;
							end
						end
					end
					IDLE_state_counter <= 0;
				end
			end
			EU_FAULT: begin										 
				fault_location <= 2'd1;								 
				if (realtime_pos == 5'd29 && curr_node == 5'd28) fault_id <= 3'd3;
				else if (realtime_pos == 5'd26 && curr_node == 5'd27) fault_id <= 3'd2;
				else if (realtime_pos == 5'd25 && curr_node == 5'd24) fault_id <= 3'd1;
				else fault_id <= 3'd0;
				case (counter_EU_fault)
					2'b00: begin									 
						CPU_start <= 1;
						start_point <= realtime_pos;
						end_point <= 5'd29;
						check_flag <= 1;
						if( (curr_node == end_point) && check_flag ) begin 
							CPU_start <= 0;
							counter_EU_fault <= 2'b01;
							check_flag <= 0;
						end
					end
					2'b01: begin                        		 
						CPU_start <= 1;
						start_point <= curr_node;
						end_point <= 5'd27;
						check_flag <= 1;
						if ((curr_node == end_point) && check_flag ) begin 
							CPU_start <= 0;
							check_flag <= 0;
							counter_EU_fault <= 2'b10;
						end
					end
					2'b10: begin							 
						CPU_start <= 1;
						start_point <= curr_node;
						end_point <= 5'd24;
						check_flag <= 1;
						if ( (curr_node == end_point) && check_flag ) begin
							CPU_start <= 0;
							check_flag <= 0;
							counter_EU_fault <= 2'b00;
							SWITCH_STATE <= PICK_BLOCK;                            
						end
					end
				endcase
			end
			CU_FAULT: begin														 
				fault_location <= 2'd2;
				if (realtime_pos == 5'd7 && curr_node == 5'd6) fault_id <= 3'd3;
				else if (realtime_pos == 5'd5 && curr_node == 5'd4) fault_id <= 3'd2;
				else if (realtime_pos == 5'd3 && curr_node == 5'd2) fault_id <= 3'd1;
				else fault_id <= 3'd0;
				case (counter_CU_fault)
					2'b00: begin
						CPU_start <= 1;
						start_point <= curr_node;
						end_point <= 5'd7;
						check_flag <= 1;
						if( (curr_node == end_point) && check_flag ) begin 
							CPU_start <= 0;
							check_flag <= 0;
							counter_CU_fault <= 2'b01; 
						end
					end
					2'b01: begin
						CPU_start <= 1;
						start_point <= curr_node;
						end_point <= 5'd5;
						check_flag <= 1;
						if ((curr_node == end_point) && check_flag ) begin 
							CPU_start <= 0;
							check_flag <= 0;
							counter_CU_fault <= 2'b10;
						end
					end
					2'b10: begin
						CPU_start <= 1;
						start_point <= curr_node;
						end_point <= 5'd2;
						check_flag <= 1;
						if ((curr_node == end_point) && check_flag ) begin 
							CPU_start <= 0;
							check_flag <= 0;
							counter_CU_fault <= 2'b00;
							SWITCH_STATE <= PICK_BLOCK;
						end
					end
				endcase
			end
			RU_FAULT: begin														 
				fault_location <= 2'd3;
				if (realtime_pos == 5'd19 && curr_node == 5'd18) fault_id <= 3'd1;
				else if (realtime_pos == 5'd17 && curr_node == 5'd16) fault_id <= 3'd2;
				else if (realtime_pos == 5'd14 && curr_node == 5'd15) fault_id <= 3'd3;
				else if (realtime_pos == 5'd13 && curr_node == 5'd12) fault_id <= 3'd4;
				else fault_id <= 3'd0;
				case (counter_RU_fault)
					2'b00: begin
						CPU_start <= 1;
						start_point <= curr_node;
						end_point <= 5'd19;
						check_flag <= 1;
						if( (curr_node == end_point) && check_flag )begin
							CPU_start <= 0;
							check_flag <= 0;
							counter_RU_fault <= 2'b01; 
						end
					end
					2'b01: begin
						CPU_start <= 1;
						start_point <= curr_node;
						end_point <= 5'd17;
						check_flag <= 1;
						if ((curr_node == end_point) && check_flag ) begin
							CPU_start <= 0;
							check_flag <= 0;
							counter_RU_fault <= 2'b10;
						end
					end
					2'b10: begin
						CPU_start <= 1;
						start_point <= curr_node;
						end_point <= 5'd15;
						check_flag <= 1;
						if ((curr_node == end_point) && check_flag ) begin
							counter_RU_fault <= 2'b11;
							CPU_start <= 0;
							check_flag <= 0;
						end
					end
					2'b11 :begin
						CPU_start <= 1;
						start_point <= curr_node;
						end_point <= 5'd12;
						check_flag <= 1;
						if ((curr_node == end_point) && check_flag ) begin
							CPU_start <= 0;
							check_flag <= 0;
							SWITCH_STATE <= PICK_BLOCK;
							counter_RU_fault <= 2'b00;
						end
					end
				endcase
			end
			PICK_BLOCK: begin  																	 
				if ( pick_block_flag && !block_pick_counter ) begin 
					case ( block_location )														 
						2'd0: begin
							CPU_start <= 1;
							start_point <= curr_node;
							end_point <= 5'd22;
							check_flag <= 1;
							if((curr_node == end_point) && check_flag) begin
								CPU_start <= 0;
								check_flag <= 0;
								block_pick_counter <= 1'b1;
							end
						end
						2'd01: begin
							CPU_start <= 1;
							start_point <= curr_node;
							end_point <= 5'd10;
							check_flag <= 1;
							if((curr_node == end_point) && check_flag) begin
								CPU_start <= 0;
								check_flag <= 0;
								block_pick_counter <= 1'b1;
							end
						end
						2'd2: begin
							CPU_start <= 1;
							start_point <= curr_node;
							end_point <= 5'd23;
							check_flag <= 1;
							if((curr_node == end_point) && check_flag) begin
								CPU_start <= 0;
								check_flag <= 0;
								block_pick_counter <= 1'b1;
							end
						end
						2'd3: begin
							CPU_start <= 1;
							start_point <= curr_node;
							end_point <= 5'd11;
							check_flag <= 1;
							if((curr_node == end_point) && check_flag) begin
								CPU_start <= 0;
								check_flag <= 0;
								block_pick_counter <= 1'b1;
							end
						end
					endcase	
				end
				else if (block_pick_counter) begin                                              
					SWITCH_STATE <= EU_RECTIFY;
					block_pick_counter <= 1'b0;
				end
			end
			EU_RECTIFY: begin															 
				case (counter_EU_rectify)												 
					2'b00: begin														
						CPU_start <= 1;
						start_point <= curr_node;
						end_point <= 5'd29;
						check_flag <= 1;
						if( (curr_node == end_point) && check_flag ) begin 
							counter_EU_rectify <= 2'b01;
							CPU_start <= 0;
							check_flag <= 0;
						end	
					end
					2'b01: begin
						CPU_start <= 1;
						start_point <= curr_node;
						end_point <= 5'd27;
						check_flag <= 1;
						if ((curr_node == end_point) && check_flag ) begin 
							CPU_start <= 0;
							check_flag <= 0;
							counter_EU_rectify <= 2'b10;
						end
					end
					2'b10: begin
						CPU_start <= 1;
						start_point <= curr_node;
						end_point <= 5'd24;
						check_flag <= 1;
						if ((curr_node == end_point) && check_flag ) begin
							CPU_start <= 0;
							check_flag <= 0;
							counter_EU_rectify <= 2'b00;
							SWITCH_STATE <= IDLE_STATE;
							EU_rectify <= 1;
						end
					end
				endcase
			end
			CU_RECTIFY: begin
				case (counter_CU_rectify)
					2'b00: begin
						CPU_start <= 1;
						start_point <= curr_node;
						end_point <= 5'd7;
						check_flag <= 1;
						if( (curr_node == end_point) && check_flag ) begin
							CPU_start <= 0;
							check_flag <= 0;
							counter_CU_rectify <= 2'b01;
						end	
					end
					2'b01: begin
						CPU_start <= 1;
						start_point <= curr_node;
						end_point <= 5'd5;
						check_flag <= 1;
						if ((curr_node == end_point) && check_flag ) begin
							CPU_start <= 0;
							check_flag <= 0;
							counter_CU_rectify <= 2'b10;
						end
					end
					2'b10: begin
						CPU_start <= 1;
						start_point <= curr_node;
						end_point <= 5'd2;
						check_flag <= 1;
						if ((curr_node == end_point) && check_flag ) begin
							CPU_start <= 0;
							check_flag <= 0;
							counter_CU_rectify <= 2'b00;
							CU_rectify <= 1;
							SWITCH_STATE <= IDLE_STATE;
						end
					end
				endcase
			end
			RU_RECTIFY: begin
				case (counter_RU_rectify)
					2'b00: begin
						CPU_start <= 1;
						start_point <= curr_node;
						end_point <= 5'd19;
						check_flag <= 1;
						if( (curr_node == end_point) && check_flag ) begin 
							CPU_start <= 0;
							check_flag <= 0;
							counter_RU_rectify <= 2'b01; 
						end
					end
					2'b01: begin
						CPU_start <= 1;
						start_point <= curr_node;
						end_point <= 5'd17;
						check_flag <= 1;
						if ((curr_node == end_point) && check_flag ) begin
							CPU_start <= 0;
							check_flag <= 0;
							counter_RU_rectify <= 2'b10;
						end
					end
					2'b10: begin
						CPU_start <= 1;
						start_point <= curr_node;
						end_point <= 5'd15;
						check_flag <= 1;
						if ((curr_node == end_point) && check_flag ) begin
							counter_RU_rectify <= 2'b11;
							CPU_start <= 0;
							check_flag <= 0;
						end
					end
					2'b11 :begin
						CPU_start <= 1;
						start_point <= curr_node;
						end_point <= 5'd12;
						check_flag <= 1;
						if (curr_node == end_point ) begin
							counter_RU_rectify <= 2'b00;
							RU_rectify <= 1;
							SWITCH_STATE <= IDLE_STATE;
							CPU_start <= 0;
							check_flag <= 0;
						end
					end
				endcase
			end
		endcase
	end
end
endmodule 
</file>
==> run notes <==
Physical implementation status

In this run the worst hold path is classified as reg2reg. The cell row count stands at 37. The run finished with clean final reports. Per the cell usage report, the commonest logic cell in the layout is sky130_fd_sc_hd__clkdlybuf4s50_1. Per STA, the highest per-stage delay on the worst path measures 0.68 ns. In the routed layout, each cell is associated on average with a via count of 3.928. The layout cell share with drive strength beyond 1 stands at 6.486%. The script parses the final routing iteration and logs DRC violations as 0. The chip occupies 14880 um^2. Per the cell usage report, the commonest logic cells after layout are sky130_fd_sc_hd__clkdlybuf4s50_1, sky130_fd_sc_hd__edfxtp_1, sky130_fd_sc_hd__inv_1.

The timing report shows that the slowest cell on the worst path is sky130_fd_sc_hd__clkdlybuf4s50_1. The number of pins exceeding their max-slew limit in the final report stands at 0. The number of vias in the routed layout stands at 1261. Nets still carrying antenna violations after routing amount to 0.

The clock transition at the register clock pins on the worst setup and hold paths after CTS stands at 0.09 ns. The detailed router's first-iteration violation count stands at 67. The post-route clock skew stands at 0.006260 ns.

The via count of the first global-routing pass stands at 1258. The worst register-to-register path depth is 6. Summed over all failing endpoints, the final setup total negative slack is 0 ns. Looking at hold timing, the worst path starts from ALL_DONE_FLAG. The share of total power dissipated in combinational logic is 12.6%.

The number of instances in the synthesized netlist stands at 151. The share of total power consumed by net switching stands at 21.74%. The minimum setup slack in the final design stands at 0.6589 ns. The total congestion overflow stands at 0. Yosys stat counts 151 cells in the synthesized netlist.

The peak fanout along the critical path stands at 10. The worst setup path is captured at a register. Per the detail_route report, inserted antenna diodes total 0.

The placer congestion estimate stands at 0.8226. In this run the critical path is formed by clkdlybuf4s50_1 -> inv_1 -> a2111o_1 -> nor4_1 -> buf_4. In the synthesis report, Yosys lists the chip area as between 1500 and 2000 um^2.

TritonCTS built the clock tree. The pre-CTS setup check shows a worst slack of 0.3313 ns. In the final routed layout, each cell accounts on average for ~12 um. The clock share of power stands at roughly a third. The number of maximum-capacitance violations recorded for the run is 0. The end-of-flow timing check tallies setup violations at 0. The gate-level netlist out of Yosys references 46 unique cell types.

In this run the register-to-register setup slack is 0.68 ns. In this run, flip-flops and latches consume 52.8% of the power. Setup repair after global routing left no endpoint under its margin. The core footprint stands at 10230 um^2. The total routing usage reported by global routing stands at 5.300%. Hold timing on the final database bottoms out at a slack of 0.5741 ns.

Per the repair_timing log after CTS, setup buffers inserted total 0. The worst setup path is of the in2reg kind. The number of synthesized register bits stands at 28. The initial utilization of the core area, before any placement, comes to 16.73%. In the Yosys report, the sequential cells make up 49.12% of the chip area. The worst register-to-register path ends at SWITCH_STATE[2]. The launch point of the worst register-to-register path is recorded as SWITCH_STATE[2]. STA puts the critical path data arrival time at ~2.3 ns. The netlist area before placement stands at 1712 um^2. The required time reported for the critical path endpoint stands at 2.99 ns. Detailed placement ended at an HPWL of about 3200 um. The worst setup path is launched from an input pin. The largest net degree at the start of global routing stands at 15. The number of endpoints with negative hold slack in the final report stands at 0. In this run the horizontal extent of the chip is about 120 um. The number of clock sinks came to 28.

Looking at the VDD voltage map, the peak drop is 0.0001672 V. The area growth from synthesis to layout stands at 31.58%. The initial antenna violation count was 0. As logged by OpenROAD, the buffers inserted on ports number 30.

The vertical die dimension reported for this design is around 120 um. The top-level I/O count stands at 36. The first global-routing pass estimated 6272 um of wire. The number of hold buffers added after CTS was 0.

Post-CTS repair ended up resizing 0 cells. The number of cells on the worst hold path is listed as 1. In this run the static leakage power is a little over 0.8 nW. Warnings reported by Yosys during synthesis add up to 1. Summed over all nets, the switching power comes to 0.1904 mW.

Across all stage logs, warnings added up to 38. In this run the power density over the cells is ~400 nW/um^2. Dividing the synthesized area by the synthesized cell count gives roughly 11 um^2. The total wire length after detailed routing stands at 3966 um. Hold analysis lists the worst path endpoint as ALL_DONE_FLAG. For this run, the detailed router's first-pass iteration total came to 4.

The internal power of the cells stands at 0.6853 mW.
cell usage after synthesis (all sizes together):
cell type / instances / area share (%)
a2111o: 1 / 0.66
o21ai: 2 / 0.58
and3: 1 / 0.37
nand2: 7 / 1.5
buf: 4 / 1.8
a21o: 1 / 0.44
a31oi: 1 / 0.37
a221o: 1 / 0.58
nand3b: 3 / 1.3
or4: 2 / 1.1
ha: 13 / 9.5
nor4b: 1 / 0.51
a211oi: 2 / 0.88
nor2b: 4 / 1.5
a21oi: 4 / 1.2
or2: 4 / 1.5
o211ai: 1 / 0.44
nand4: 3 / 1.1
nand2b: 5 / 1.8
nor3b: 1 / 0.44
and4b: 1 / 0.58
o32a: 1 / 0.58
nor3: 2 / 0.58
nand4bb: 1 / 0.66
a22o: 5 / 2.6
xor2: 1 / 0.51
nand3: 2 / 0.58
o31ai: 3 / 1.3
or3: 1 / 0.37
inv: 14 / 3.1
xnor2: 7 / 3.6
conb: 1 / 0.22
nor2: 8 / 1.8
a41oi: 1 / 0.51
nor4: 2 / 1.6
edfxtp: 28 / 49
and2: 4 / 1.5
mux2: 1 / 0.66
a221oi: 4 / 2.0
clkbuf: 3 / 0.66
cell type report:
class	instances	area, um^2
Clock buffer	6	82.58
Clock inverter	1	3.754
Fill cell	1080	7979
Inverter	14	52.55
Multi-Input combinational cell	103	779.5
Sequential cell	28	840.8
Tap cell	136	170.2
Timing Repair Buffer	33	322.8
worst max-delay path by stage:
stage	from	endpoint	slack (ns)	cells after the start
CTS	switch_key	SWITCH_STATE[2]	0.62	5
global route	switch_key	SWITCH_STATE[2]	0.47	5
finish	switch_key	SWITCH_STATE[2]	0.66	5
registers in the layout, summed over array words and instances, names as in the netlist, 2 cells and up:
| signal | cells |
|---|---|
| end_point | 5 |
| counter_EU_rectify | 2 |
| start_point | 5 |
| SWITCH_STATE | 2 |
| fault_id | 2 |
| EU_fault_count | 2 |
| counter_EU_fault | 2 |
layer usage:
metal  vias to the layer above  part of all wire [%]  global-route usage [%]
met5                         -                     0                       0
li1                        617                     -                       -
met2                        52                    45                   8.345
met1                       586                    43                   7.053
met3                         6                    10                   1.784
met4                         0                   1.5                  0.9687
logic make-up (layout without fill, tap and decap cells):
group	count (synthesis)	after routing	share of synthesized area, %
AND/OR/NAND/NOR	52	52	18.71
adder cells (fa/ha/maj)	13	13	9.503
flip-flops	28	28	49.12
other	1	2	0.2191
XOR/XNOR	8	8	4.094
multiplexers	1	1	0.6578
buffers and inverters	21	54	5.555
AND-OR/OR-AND	27	27	12.13
metrics by stage:
step | area [um^2] | power [mW] | instances | util (%)
finish | 2252 | 0.8757 | 321 | 22.01
global route | 2252 | 0.9194 | 321 | 22.01
CTS | 2252 | 0.8944 | 321 | 22.01
detailed placement | 2166 | 0.5819 | 314 | 21.17
global placement | 2166 | 0.5815 | 314 | 21.17
floorplan | 1715 | 0.5235 | 152 | -
power by group through the flow:
| stage | clock network [mW] | registers [mW] | logic, mW |
|---|---|---|---|
| 5_1_grt | 0.332 | 0.466 | 0.122 |
| 4_1_cts | 0.320 | 0.463 | 0.112 |
| 6_report | 0.303 | 0.463 | 0.110 |
worst max-delay path, delay by kind of cell:
family          cells  cell delay [ns]
buf+inv             3             0.98
simple gates        1             0.43
compound gates      1             0.32
Power is estimated from default activity; no workload was simulated.
