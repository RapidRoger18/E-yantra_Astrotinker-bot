==> design/flow/design.v <==
module CPU_driver(
	input clk_3125KHz,
	input CPU_MemWrite,
	input CPU_start,
	input [4:0] SP, EP,                                                                    
	input [31:0] CPU_WriteData, CPU_DataAdr, CPU_ReadData,                                 
	output reg CPU_reset,
	output reg CPU_Ext_MemWrite,
	output reg [4:0] path_planned,
	output reg CPU_stop_flag = 0,
	output reg [31:0] CPU_Ext_WriteData, CPU_Ext_DataAdr
);
reg start_mem = 0;
reg [1:0] state = 0;
reg [3:0] index = 0;
reg [3:0] idx = 0;
reg [4:0] path_planned_array [15:0] ;
reg CPU_start_state = 0;
reg [3:0] CPU_state_counter = 0;
reg CPU_state_flag = 0;
reg CPU_stop = 0; 
reg read_state = 0;
always @(posedge clk_3125KHz) begin
	if ( CPU_start && !CPU_state_flag) begin                                        
		if( CPU_state_counter == 8 ) begin                                          
			CPU_state_counter <= 0;												    
			CPU_start_state <= 0;
			CPU_state_flag <= 1;
		end
		else begin
			CPU_state_counter <= CPU_state_counter + 1;
			CPU_start_state <= 1;
		end
	end
	else if( !CPU_start ) CPU_state_flag <= 0;
	if ( CPU_start_state ) begin
		CPU_reset <= 1;
		case (state)
			2'b00: begin                    
				if (!start_mem) begin
					CPU_Ext_MemWrite <= 1; CPU_Ext_WriteData <= SP; CPU_Ext_DataAdr <= 32'h02000000;
					start_mem <= 1;
				end
				else begin
					CPU_Ext_MemWrite <= 0; CPU_Ext_WriteData <= 00; CPU_Ext_DataAdr <= 32'h0;
					start_mem <= 0;
					state <= 2'b01;
				end
			end
			2'b01: begin						 
				if (!start_mem) begin
					CPU_Ext_MemWrite <= 1; CPU_Ext_WriteData <= EP; CPU_Ext_DataAdr <= 32'h02000004;
					start_mem <= 1;
				end
				else begin
					CPU_Ext_MemWrite <= 0; CPU_Ext_WriteData <= 00; CPU_Ext_DataAdr <= 32'h0;
					start_mem <= 0;
					state <= 2'b10;
				end
			end
			2'b10: begin						 
				if (!start_mem) begin
					CPU_Ext_MemWrite <= 1; CPU_Ext_WriteData <= 00; CPU_Ext_DataAdr <= 32'h02000008;
					start_mem <= 1;
				end
				else begin
					CPU_Ext_MemWrite <= 0; CPU_Ext_WriteData <= 00; CPU_Ext_DataAdr <= 32'h0;
					start_mem <= 0;
					state <= 2'b11;
				end
			end
			2'b11: begin					 
				if (!start_mem) begin
					CPU_Ext_MemWrite <= 1; CPU_Ext_WriteData <= 00; CPU_Ext_DataAdr <= 32'h0200000c;
					start_mem <= 1;
				end
				else begin
					CPU_Ext_MemWrite <= 0; CPU_Ext_WriteData <= 00; CPU_Ext_DataAdr <= 32'h0;
					start_mem <= 0;
					state <= 2'b00;
					CPU_reset <= 0;
					read_state <= 1;
				end
			end
		endcase
	end
	if(CPU_MemWrite && !CPU_reset && read_state) begin                                      
        if (CPU_DataAdr === 32'h02000008) begin
            path_planned_array [index] <= CPU_WriteData;
				index <= index + 1;
        end
        if (CPU_DataAdr === 32'h0200000c & CPU_WriteData === 32'h1) begin
				CPU_stop <= 1;
				read_state <= 0;
				index <= 0;
        end
    end
	 if (CPU_stop) begin                                                                
		if (path_planned_array[idx] == EP) begin
			path_planned <= path_planned_array [idx];
			idx <= 0;
			CPU_stop <= 0;
		end
		else begin
			CPU_stop_flag <= 1;
			path_planned <= path_planned_array [idx];
			idx <= idx + 1;
		end
	end
	else CPU_stop_flag <= 0;
end
endmodule 
==> design/flow/run.sh <==
#!/bin/bash
# OpenROAD 26Q1-2900-gdf79404cd8, Yosys 0.63+post, stock flow scripts
make -C /OpenROAD-flow-scripts/flow DESIGN_CONFIG=/design/flow/config.mk WORK_HOME=/design/flow/orfs finish
==> design/flow/config.mk <==
export PLATFORM = sky130hd
export DESIGN_NAME = CPU_driver
export DESIGN_NICKNAME = CPU_driver
export VERILOG_FILES = /design/flow/design.v
export SDC_FILE = /design/flow/constraint.sdc
export NUM_CORES = 4
export LEC_CHECK = 1
export CORE_UTILIZATION = 30
==> design/flow/constraint.sdc <==
current_design CPU_driver

set clk_period 3.8
set clk_io_pct 0.2

create_clock -name clk0 -period $clk_period [get_ports {clk_3125KHz}]

set non_clock_inputs [all_inputs -no_clocks]
set_input_delay [expr $clk_period * $clk_io_pct] -clock clk0 $non_clock_inputs
set_output_delay [expr $clk_period * $clk_io_pct] -clock clk0 [all_outputs]
==> flow_summary.yaml <==
# implementation run metrics
outcome:
  status: "complete, no violations"
final_timing:
  final_hold_viol_count: 0
  slew_headroom_pct: 48.51
  drv_slew: 0
  finalCritPeriodShare_pct: 80.56
  fmax_mhz: 326.7
  fin_skew_ns: 0.006014
  tns_ns: 0
  rsz0062_at_grt: "no"
  worst_pin_slew_ns: 0.7724
  setup_ws_ns: 0.7388
  setup_viol: 0
  period_minus_slack_ns: 3.061
logic_synthesis:
  ys_chip_area_um2: 5522
  yosysWarningCount: 1
  async_reset_ff_share_pct: 0
  yosys.area.top_type: "edfxtp_1"
  common_cells: "edfxtp_1 (111), buf_4 (57), nor2_1 (37)"
  synth-edff-count: 111
  synth.cell_area_um2: 5522
  ff_type: "edfxtp_1"
  top_area_share_pct: 60.37
  syn_avg_cell_area_um2: 13.98
  postSynthSeqShare_pct: 61.45
  ys_cells: 395
  topCellsByArea: "edfxtp_1 (60%), buf_4 (7.7%), mux2i_1 (4.5%)"
  syn-instance-count: 395
  synth.most_common_cell: "edfxtp_1"
  synthDistinctLibCells: 44
  synth_flops: 114
route:
  via_count: 3321
  firstDrtPassIters: 4
  post_drt_wl_per_cell_um: 14.09
  drcViolationCount: 0
  viasPerCell: 4.470
  diodes: 0
  drtIter0Drc: 99
  wl_um: 10470
  antenna_left: 0
place:
  portBuffers: 92
  dpl_cell_area_um2: 6501
  gp_congestion: 0.7667
  preCtsSetupSlack_ns: 0.2509
  place_hpwl_um: 7684
critical_path:
  rr_worst_depth: 6
  critPathLaunch: "CPU_DataAdr[22]"
  critPathCaptureType: "flop"
  r2r_start: "idx[0]"
  worst-path-max-fanout: 5
  startpoint_type: "primary input"
  r2r-end: "idx[0]"
  r2r_slack_ns: 0.85
  crit_arrival_ns: 3.09
  critPathRequiredTime_ns: 3.83
  cp-endpoint: "path_planned_array[5][2]"
  critPathKind: "in -> reg"
flow_run:
  maxCapViolations: 0
  warnings: 64
floorplanning:
  num_rows: 49
  ios: 181
  fp.dieW_um: 137.7
  core_um2: 18020
  chip_area_um2: 18950
  initial_core_util_pct: 30.63
  die_h_um: 137.7
grt:
  grt_pass1_vias: 3225
  grt_pass1_wl_um: 16100
  antenna_found_initial: 0
  grt_usage_pct: 12.07
  grt_max_degree: 21
  grt-ovfl-total: 0
cts:
  post-cts-setup-buffer-count: 0
  numClockSinks: 114
  cts_max_level: 4
  insertion_delay_ns: 0.40
  cts.clk_slew.worst_paths_ns: 0.05
  tritoncts: "done"
  cts_made_buffers: 17
  cts_buffer_depth: 2
  root_buffer: "clkbuf_16"
  postCtsHoldBufs: 0
  cts_resized: 0
layout:
  regArea_um2: 3393
  area_growth_pct: 26.83
  comb_area_um2: 1754
  final_area_um2: 7003
  drive_gt1_share_pct: 9.728
  n_fill_cell: 1679
power:
  ir_drop_v: 0.0003083
  p_per_area_nw_per_um2: 417.9
  power.leakage_nw: 2.525
hold_path:
  timing.hold.worst.class: "reg -> reg"
==> kinds of logic (layout without fill, tap and decap cells) <==
kind of cell	after synthesis	after routing	synth area share, %
other	1	56	0.06792
and+or+nand+nor	101	101	9.268
xor gates and xnor gates	10	10	1.722
buffers and inverters	85	149	10.51
DFF	114	114	61.45
AOI/OAI and AO/OA	33	33	4.238
adders and majority gates	11	11	2.493
muxes	40	40	10.24
==> power breakdown <==
part	switching (mW)	total, mW	leakage (nW)	internal, mW
Sequential	0.00981	1.41	1.03	1.40
Combinational	0.0627	0.170	1.24	0.107
Clock	0.484	1.35	0.247	0.863
==> worst max-delay path: stages <==
cell	delay [ns]
clkdlybuf4s50_1	0.40
nor4b_1	0.32
nand4_1	0.12
nor2_1	0.18
nand2_1	0.15
or4b_2	0.69
nor2_1	0.47
==> area by class of cell <==
class | instances | area share, %
Sequential cell | 114 | 48.45
Timing Repair Buffer | 102 | 14.22
Clock buffer | 18 | 6.128
Clock inverter | 10 | 1.036
Tap cell | 229 | 4.091
Inverter | 19 | 1.018
Multi-Input combinational cell | 251 | 25.05
==> cells in the final DEF, fill, tap and decap left out, types with 2 or more instances in the layout <==
master           netlist  routed
nand2b_1               3       3
mux4_2                 8       8
a31oi_1                6       6
nor4_1                11      11
clkinv_1               0       4
o21ai_0                4       4
nor2b_1                5       5
a21oi_1                9       9
edfxtp_1             111     111
dfxtp_1                3       3
or4b_2                 2       2
nand3_1                3       3
mux2i_1               25      25
a22oi_1                7       7
mux2_2                 2       2
and2_1                 6       6
clkdlybuf4s50_1        0      92
ha_1                  11      11
nand2_1               18      18
xor2_1                 3       3
inv_1                 19      19
xnor2_1                6       6
a221oi_1               2       2
conb_1                 1      56
buf_4                 57      10
a22o_1                 2       2
clkinv_2               0       4
nand4_1                3       3
clkbuf_16              0      17
nor4b_1                4       4
nor3_1                 4       4
mux4_1                 3       3
nor2_1                37      37
==> flip-flops by register name (all words and copies together) (netlist names), 2 cells and up <==
| name | flops |
|---|---|
| CPU_Ext_DataAdr | 2 |
| CPU_Ext_WriteData | 5 |
| CPU_state_counter | 4 |
| idx | 4 |
| index | 4 |
| path_planned | 5 |
| path_planned_array | 80 |
| state | 2 |
==> worst min path at each step <==
stage,startpoint,cells past startpoint,to,slack (ns)
after CTS,CPU_stop_flag,2,CPU_stop_flag,0.48
after global routing,CPU_stop_flag,2,CPU_stop_flag,0.50
final,CPU_stop_flag,2,CPU_stop_flag,0.48
==> layer usage <==
| layer | wire (um) | GRT usage (%) | vias to the layer above |
|---|---|---|---|
| li1 | - | - | 1570 |
| met1 | 4018 | 15.11 | 1536 |
| met2 | 4862 | 18.70 | 207 |
| met3 | 1494 | 7.545 | 8 |
| met4 | 95 | 1.282 | 0 |
| met5 | 0 | 0 | - |
==> per-stage QoR <==
stage	power [mW]	hold slack, ns	cells	utilization, %
finish	2.926	0.4799	743	38.85
global route	3.035	0.4972	743	38.85
CTS	2.953	0.4843	743	38.85
detailed placement	1.605	0.4760	715	36.07
global placement	1.601	0.4739	715	36.07
floorplan	1.518	0.4403	450	-
Power is estimated from default activity; no workload was simulated.
