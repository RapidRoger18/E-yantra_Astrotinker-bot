### run.sh
#!/bin/bash
# OpenROAD 26Q1-2900-gdf79404cd8, Yosys 0.63+post, stock flow scripts
make -C /OpenROAD-flow-scripts/flow DESIGN_CONFIG=/design/flow/config.mk WORK_HOME=/design/flow/orfs finish
### config.mk
export PLATFORM = sky130hd
export DESIGN_NAME = t1c_pulse_gen_detect
export DESIGN_NICKNAME = t1c_pulse_gen_detect
export VERILOG_FILES = /design/flow/design.v
export SDC_FILE = /design/flow/constraint.sdc
export NUM_CORES = 4
export LEC_CHECK = 1
export CORE_UTILIZATION = 30
### constraint.sdc
current_design t1c_pulse_gen_detect

set clk_period 6.4
set clk_io_pct 0.2

create_clock -name clk0 -period $clk_period [get_ports {clk_50M}]

set non_clock_inputs [all_inputs -no_clocks]
set_input_delay [expr $clk_period * $clk_io_pct] -clock clk0 $non_clock_inputs
set_output_delay [expr $clk_period * $clk_io_pct] -clock clk0 [all_outputs]
### design.v
module t1c_pulse_gen_detect (
    input clk_50M, reset, echo_rx,
    output reg trigger, out,
    output reg [21:0] pulses,
    output reg [1:0] state
);
initial begin
    trigger = 0; out = 0; pulses = 0; state = 0;
end
reg [7:0] warmup_counter=8'd50;  
reg [21:0]width_counter;
reg [8:0] trigger_counter=9'd501;
reg [15:0] loop_counter=16'd49998;
always@(posedge clk_50M) begin
if (reset==1) begin
	out=0;
	pulses<=0;
	width_counter <= 1	;
	state<=2'b00;
	warmup_counter=9'd50;
	trigger_counter=9'd501;
	loop_counter<=16'd49998;
end 
else begin
if (warmup_counter == 0) warmup_counter=9'd50	;
if (trigger_counter == 0) trigger_counter=9'd501; 																		 
if (loop_counter == 0) loop_counter<=16'd49998; 																		 
case(state)
	2'b0: begin
		warmup_counter=warmup_counter - 1'b1;																				 
		if (warmup_counter == 0) begin 
				state<= 2'b01;
			end
	end 
	2'b01: begin																													 
		trigger<=1;
		trigger_counter = trigger_counter - 1'b1;
		if(trigger_counter == 0) begin
			trigger<=0;
			state<= 2'b10;
	   end
	end
	2'b10:begin																														 
		if ( loop_counter == 0 ) begin
			state<=2'b11;
		end
		else begin
			if(echo_rx==1) begin
				pulses<=pulses+1;
				width_counter<=width_counter+1'b1;
			end
			loop_counter<=loop_counter-1'b1;
		end	
	end
	2'b11:begin																														 
		if (width_counter >= 32'd29409) out=1; 																					 
		state<=2'b0;
	end
endcase
end
end
endmodule
==> CHANGELOG.md <==
## Flow update

* Post-DP HPWL at about 5200 um
* Crit path time final at around 3200 ps
* DRC viols at 0
* TritonCTS buffer count at 9
* Power density over cell area at between 200 and 300 nW/um^2
* WP data required at around 6700 ps
* Gpl congestion at 0.813
* Share of cells above drive strength 1 at 0.0644
* Syn-to-layout area delta at 16.9%
* VDD IR-drop max at about 0.13 mV
* Mapped Area at 4010 um^2
* Ys flops at just over 80
* Vias in the first global route at between 2000 and 3000
* Final WL at roughly 7500 um
* Logic area at between 2000 and 2500 um^2
* EDFF count, synth at 1
* Final non-filler cell total at roughly 670
* Cell count after synthesis at between 400 and 500
* Ys cells at around 470
* Synth Seq Share at 0.407
* First-pass GRT wire length at roughly 13000 um
* Final setup fails at 0
* Most common logic cells in the final layout: dfxtp_1, nor2_1, nand2_1
* Crit. End Element: register
* CP startpoint kind: register
* CTS H-tree lvls at 3
* Clock Tree Buf Depth at 2
* Max Freq at ~310 MHz
* Final worst-path cycle share at 0.498
* # placed instances at approximately 650
* Gr usage total at 0.114
* Fin Clk Skew at about 7 ps
* Gr ovfl total at 0
* Pleak at about 0.0015 uW
* CTS clk-pin slew, worst paths at 60 ps
* Initial antenna violation count at 0
* Post-CTS sizing at 0
* Dominant logic cell type in the layout: dfxtp_1
* Starting density of the core at 0.312
* DR WL/cell at 11.3 um
* IO Pins at 29
* Log Warnings at 33
* Die Wd at between 100 and 150 um
* Final hold violation count at 0
* CP arrival at 3440 ps
* YS warnings at 1
* Least-Margin Pin Slew at 810 ps
* CTS tree: yes
* Clock Sink Count at slightly above 80
* Yosys cell types at roughly 50
* I/O Buffers at 28
* Routed vias at between 3000 and 4000
* Final slew viol count at 0
* Ys async rst share at 0
* Core Footprint at around 13000 um^2
* Max_cap viols at 0
* Pre-Repair DR Iteration Count at 4
* TNS Setup at 0 ps
* Status: complete, no violations
* Vias per inst at around 4.8
* Mean Syn Cell Area at 8.47 um^2
* Main flop type: dfxtp_1
* Clk latency of the worst-skew pair at approximately 330 ps
* Critical path class: register to register
* Final antenna-violating net count at 0
* Post-CTS Setup Repair Bufs at 0
* Yosys stat chip area at approximately 4000 um^2
* Root Buffer: clkbuf_16
* Placement row count at between 40 and 50
* Largest net degree at the start of global routing at 68
* Max transition margin at 0.456
* Storage cell area at 1630 um^2
* Hold Crit Class: register to register
* Ant. Diodes at 0
* Hold buffer count at CTS at 0
* First DRT Iteration DRCs at ~160
* Crit-path max FO at 9
* Chip area at approximately 14000 um^2
* Die y size at 118 um
* Unrepaired setup endpoints after global routing: no
* Fill count at between 1000 and 1500
## registers in the layout, summed over array words and instances (netlist names)
register         count
loop_counter        16
out                  1
pulses              22
state                2
trigger              1
trigger_counter      9
warmup_counter       8
width_counter       22
## logic make-up (layout without fill, tap and decap cells)
logic type / count (synthesis) / after routing / synth area share
DFF: 81 / 81 / 0.407
AOI/OAI and AO/OA: 59 / 59 / 0.0937
adders and majority gates: 14 / 14 / 0.0437
xor gates and xnor gates: 57 / 57 / 0.125
buffers and inverters: 38 / 62 / 0.0409
and+or+nand+nor: 224 / 224 / 0.290
## stage by stage
| stage | hold WS (ps) | setup WS (ps) | cell area, um^2 | power (uW) | util |
|---|---|---|---|---|---|
| global placement | 437 | 3010 | 4410 | 739 | 0.344 |
| CTS | 458 | 3260 | 4680 | 1230 | 0.365 |
| detailed placement | 446 | 2960 | 4410 | 741 | 0.344 |
| finish | 457 | 3210 | 4680 | 1210 | 0.365 |
| global route | 496 | 2860 | 4680 | 1270 | 0.365 |
| floorplan | 411 | 3550 | 4010 | 712 | - |
## final timing paths
kind,from,endpoint,slack (ps),cells past startpoint
max,trigger_counter[5]$_SDFF_PP1_,state[0]$_SDFFE_PP0P_,3210,11
min,out$_SDFFE_PP0P_,out$_SDFFE_PP0P_,460,2
max reg2reg,trigger_counter[5]$_SDFF_PP1_,state[0]$_SDFFE_PP0P_,3210,11
min reg2reg,out$_SDFFE_PP0P_,out$_SDFFE_PP0P_,460,2
## critical path: stages, from the launching register on
cell	delay [ps]
dfxtp_1	400
nor4_1	630
nand2_1	110
nor2_1	250
nor2_1	130
ha_1	280
nor2_1	110
a31oi_1	80
or4b_1	550
o21ai_2	230
a31oi_1	100
a311oi_1	230
## final cells by class
type                       count  share of cell area
sequential                    81               0.348
clock inverter                 7              0.0115
inverter                      17              0.0136
timing repair buffer          29              0.0604
tap                          172              0.0459
multi-input combinational    354               0.472
clock buffer                   9              0.0481
## power by group
| group | leakage (uW) | total [uW] | internal (uW) | switching, uW |
|---|---|---|---|---|
| Combinational | 0.000743 | 163 | 76.0 | 87.1 |
| Sequential | 0.000652 | 567 | 530 | 37.2 |
| Clock | 0.000128 | 477 | 265 | 212 |
| Total | 0.00152 | 1210 | 871 | 336 |
## metal layers
layer	wire [um]	up-vias	global-route usage
met1	3740	1464	0.164
li1	-	1689	-
met2	3390	54	0.183
met4	92	0	0.0160
met3	312	7	0.0242
met5	0	-	0
## cell usage after synthesis, types with 2 or more instances
cell      instances  area share
or3_1            13       0.020
and2_1            2      0.0031
a21oi_1          21       0.026
nor4_1           14       0.022
a211oi_1          3      0.0056
clkbuf_1         14       0.013
xor2_1           26       0.057
or4b_1            2      0.0050
dfxtp_1          80        0.40
nor4_2            2      0.0062
or2_2             5      0.0078
inv_1            17       0.016
a41o_1            2      0.0050
nand4_1          13       0.020
and3_1            4      0.0062
and4_1            4      0.0087
o31ai_1           2      0.0037
nor4b_1           5       0.011
xnor2_1          31       0.068
o21ai_0          15       0.019
nor3_1           19       0.024
or4b_2            2      0.0050
buf_6             2      0.0056
buf_2             5      0.0062
nand2b_1          7       0.011
a31oi_1           4      0.0062
nor2_1           69       0.065
nor3b_1           3      0.0056
nand3_1          14       0.017
a311oi_1          2      0.0044
nand2_1          39       0.037
ha_1             14       0.044
Power and IR drop assume default switching activity.
