**design/flow/config.mk**
```make
export PLATFORM = sky130hd
export DESIGN_NAME = message_unit
export DESIGN_NICKNAME = message_unit
export VERILOG_FILES = /design/flow/design.v
export SDC_FILE = /design/flow/constraint.sdc
export NUM_CORES = 4
export LEC_CHECK = 1
export CORE_UTILIZATION = 30
```
**design/flow/constraint.sdc**
```tcl
current_design message_unit

set clk_period 4.3
set clk_io_pct 0.2

create_clock -name clk0 -period $clk_period [get_ports {clk_50M}]

set non_clock_inputs [all_inputs -no_clocks]
set_input_delay [expr $clk_period * $clk_io_pct] -clock clk0 $non_clock_inputs
set_output_delay [expr $clk_period * $clk_io_pct] -clock clk0 [all_outputs]
```
**design/flow/design.v**
```verilog
module message_unit( 
input clk_50M,
input clk_3125KHz,
input fault_detect, 											 
input [2:0] fault_id,
input block_picked,
input switch_key,
input node_flag,
input end_run_interrupt,
input [1:0] block_location,
input [1:0] fault_location,
output reg  [7:0] msg = 0,
output reg data_send = 0
);
parameter B = 8'h42;
parameter C = 8'h43;
parameter D = 8'h44;
parameter E = 8'h45;
parameter F = 8'h46;														 
parameter I = 8'h49;
parameter M = 8'h4D;
parameter N = 8'h4E;
parameter P = 8'h50;
parameter R = 8'h52;
parameter S = 8'h53;
parameter U = 8'h55;
parameter N1 = 8'h31;
parameter N2 = 8'h32;
parameter N3 = 8'h33;
parameter N4 = 8'h34;
parameter DASH = 8'h2D;
parameter HASH = 8'h23;
parameter IDLE_state = 2'b00;
parameter FAULT_state = 2'b01;
parameter PICKUP_state = 2'b10;
parameter DEPOSIT_state = 2'b11;
reg [15:0] msg_delay = 0;
reg [7:0] msg_container [12:0];
reg [1:0] STATE = 2'd0;
reg [3:0] idx = 0; 
reg msg_send = 0;
reg next_fault_flag =0;
reg EU_fault_flag = 0;
reg CU_fault_flag = 0;								 
reg RU_fault_flag = 0;
reg next_pickup_flag = 0;
reg next_deposit_flag = 0;
reg [3:0] count = 0;
initial begin
	msg_container[0] = 8'h0;
	msg_container[1] = 8'h0;
	msg_container[2] = 8'h0;
	msg_container[3] = 8'h0;
	msg_container[4] = 8'h0;
	msg_container[5] = 8'h0;
	msg_container[6] = 8'h0;
	msg_container[7] = 8'h0;
	msg_container[8] = 8'h0;
	msg_container[9] = 8'h0;
	msg_container[10] = 8'h0;
	msg_container[11] = 8'h0;
	msg_container[12] = 8'h0;
end
always@( posedge clk_50M ) begin
	if (switch_key) begin
		if( node_flag == 1) begin 
			next_fault_flag <= 0;
			next_pickup_flag <= 0;
			next_deposit_flag <= 0;
		end
		if( fault_location == 2'd1 ) EU_fault_flag <= 1;
		else if( fault_location == 2'd2 ) CU_fault_flag <= 1;
		else if( fault_location == 2'd3 ) RU_fault_flag <= 1;
		else begin
			EU_fault_flag <= 0;
			CU_fault_flag <= 0;
			RU_fault_flag <= 0;
		end
		if ( end_run_interrupt ) begin							 
			msg_container[0] <= E;
			msg_container[1] <= N;
			msg_container[2] <= D;
			msg_container[3] <= DASH;
			msg_container[4] <= HASH;
			msg_send <= 1;
		end
		if ( fault_detect && !block_picked && !next_fault_flag) STATE <= FAULT_state;	 
		else if ( block_picked && !fault_detect && !next_pickup_flag) STATE <= PICKUP_state;	 
		else if ( block_picked && fault_detect && !next_deposit_flag ) STATE <= DEPOSIT_state;	 
		case (STATE)   
				IDLE_state: begin
					count <= 0;
				end
				FAULT_state: begin										 
					msg_container[0] <= F;
					msg_container[1] <= I;
					msg_container[2] <= M;
					msg_container[3] <= DASH;
					if (EU_fault_flag) msg_container[4] <= E;
					else if (CU_fault_flag) msg_container[4] <= C;
					else if (RU_fault_flag) msg_container[4] <= R;
					msg_container[5] <= S;
					msg_container[6] <= U;
					if (fault_id == 3'd1) msg_container[7] <= N1; 
					else if (fault_id == 3'd2) msg_container[7] <= N2;
					else if (fault_id == 3'd3) msg_container[7] <= N3;
					else if (fault_id == 3'd4) msg_container[7] <= N4;
					msg_container[8] <= DASH;
					msg_container[9] <= HASH;
					next_fault_flag <= 1;
					msg_send <= 1;
					data_send <= 1;
					STATE <= IDLE_state;
				end
				PICKUP_state: begin								 
					msg_container[0] <= B;
					msg_container[1] <= P;
					msg_container[2] <= M;
					msg_container[3] <= DASH;
					msg_container[4] <= S;
					msg_container[5] <= U;
					msg_container[6] <= DASH;
					msg_container[7] <= B;
					if (block_location == 0) msg_container[8] <= N1;
					else if (block_location == 2'd1) msg_container[8] <= N2;
					else if (block_location == 2'd2) msg_container[8] <= N3;
					else if (block_location == 2'd3) msg_container[8] <= N4;
					msg_container[9] <= DASH;
					msg_container[10] <= HASH;
					msg_send <= 1;
					next_pickup_flag <= 1;
					STATE <= IDLE_state;
				end
				DEPOSIT_state: begin                          
					msg_container[0] <= B;
					msg_container[1] <= D;
					msg_container[2] <= M;
					msg_container[3] <= DASH;
					if (EU_fault_flag) msg_container[4] <= E;
					else if (CU_fault_flag) msg_container[4] <= C;
					else if (RU_fault_flag) msg_container[4] <= R;
					msg_container[5] <= S;
					msg_container[6] <= U;
					if (fault_id == 3'd1) msg_container[7] <= N1; 
					else if (fault_id == 3'd2) msg_container[7] <= N2;
					else if (fault_id == 3'd3) msg_container[7] <= N3;
					else if (fault_id == 3'd4) msg_container[7] <= N4;
					msg_container[8] <= DASH;
					msg_container[9] <= B;
					if (block_location == 0) msg_container[10] <= N1;
					else if (block_location == 2'd1) msg_container[10] <= N2;
					else if (block_location == 2'd2) msg_container[10] <= N3;
					else if (block_location == 2'd3) msg_container[10] <= N4;
					msg_container[11] <= DASH;
					msg_container[12] <= HASH;
					msg_send <= 1;
					next_deposit_flag <= 1;
					STATE <= IDLE_state;
				end
			endcase
		if ( msg_send ) begin                                      
			msg <= msg_container[idx];
			if (msg_delay == 4339) begin
				msg_delay <= 0;
				idx <= idx + 1;
				if(msg_container[idx] == HASH) begin
					msg_send <= 0;
					idx <= 0;
					data_send <= 0; 
				end
			end
			else msg_delay <= msg_delay + 1;
		end 	
	end
end
endmodule  
```
**design/flow/run.sh**
```bash
#!/bin/bash
# OpenROAD 26Q1-2900-gdf79404cd8, Yosys 0.63+post, stock flow scripts
make -C /OpenROAD-flow-scripts/flow DESIGN_CONFIG=/design/flow/config.mk WORK_HOME=/design/flow/orfs finish
```
==> out/qor.csv <==
stage,metric,value,unit
cts,tritoncts,yes,
setup_path,required,4.36,ns
grt,grt_pass1_vias,2587,
cts,postCtsResizedCells,0,
logic_synthesis,top_cell,edfxtp_1,
setup_path,r2r-start,idx[0],
setup_path,cp-start-kind,flop,
drt,routed_wl,7.87,mm
sta,tns,0,ns
setup_path,r2r_setup_slack,1.45,ns
power,clkPwrFrac,37.1,%
power,power.internal,1520,uW
floorplan,fp_util,31.1,%
job,tool_warnings,40,
cts,cts_buffer_depth,2,
cts,clock_latency,0.33,ns
sta,max_slew.worst_pin.slew,0.887,ns
grt,grt_antenna_before_repair,0,
run_status,outcome,"complete, no violations",
cells_and_area,n_fill_cell,1288,
sta,finalSetupViolations,0,
setup_path,critical_path_class,reg2reg,
drt,dr.pass1.iters,4,
logic_synthesis,synth_area,4150,um^2
cts,clk_pin_slew_worst_paths,0.06,ns
sta,min_period_over_period,66.2,%
drt,route.detailed.drc,0,
placed_design,port_buffers,21,
grt,overflow,0,
logic_synthesis,avgSynthCellArea,12.2,um^2
drt,drtIter0Drc,275,
setup_path,crit_end,msg_send,
power,combPwrFrac,10.3,%
cts,cts_buffers,9,
setup_path,cp_max_fo,17,
setup_path,endpoint_kind,flop,
cells_and_area,areaGrowthSynthToFinish,15.9,%
grt,grt_usage,12.0,%
logic_synthesis,netlist_top_cells_count,"edfxtp_1, nor2_1, nand2_1",
sta,hold_viol,0,
placed_design,dp_hpwl,5.61,mm
cts,clkSinkCount,82,
logic_synthesis,ys_ff,82,
cells_and_area,final_core_util,36.0,%
cts,htreeDepth,3,
logic_synthesis,yosysSeqAreaShare,59.3,%
drt,via_count,2665,
drt,antenna_left,0,
cts,postCtsSetupRepairBufs,0,
grt,grt_max_degree,26,
setup_path,arrival,2.91,ns
placed_design,gp_congestion,0.853,
drt,insertedDiodeCount,0,
logic_synthesis,yosys_area,4150,um^2
logic_synthesis,synth_warnings,2,
cts,root_buffer,clkbuf_16,
logic_synthesis,top_cells_by_area,"edfxtp_1, ha_1, nor2_1",
power,swShare,22.9,%
sta,grt_setup_unrepaired,false,
power,p_sw,451,uW
sta,clock_skew,0.00957,ns
drt,avgViaCountPerCell,4.88,
setup_path,r2r_cells,8,
logic_synthesis,top_area_share,59.3,%
logic_synthesis,ff_type,edfxtp_1,
drt,wl_per_cell,14.4,um
floorplan,num_io_pins,23,
floorplan,core,13300,um^2
floorplan,die-width,120,um
job,cap_violations,0,
setup_path,crit_path_start,idx[0],
logic_synthesis,ys_async_sr_fraction,0,%
power,p_per_area,409,nW/um^2
cells_and_area,flop_area,2460,um^2
cells_and_area,logic_area,1530,um^2
floorplan,die_y,120,um
setup_path,timing.rr.end,msg_send,
power,p_leak,0.00174,uW
floorplan,die-area,14300,um^2
power,irDropWorstVdd,0.000237,V
hold_path,hp-class,reg2reg,
power,seq_power_share,52.6,%
sta,period_minus_slack,2.85,ns
sta,finalMaxSlewViolations,0,
floorplan,rows,42,
logic_synthesis,synth_cells,341,
sta,relSlewSlack,40.7,%
cts,hold_buffers,0,
cells_and_area,layout-drive-gt1-share,6.22,%
logic_synthesis,synth-edff-count,82,
grt,grt_pass1_wl,12.8,mm
logic_synthesis,top_area_cell,edfxtp_1,
logic_synthesis,ys_cells,341,
sta,fmax,351,MHz
logic_synthesis,synth_cell_type_count,58,
-- logic make-up after synthesis --
group                    count (synthesis)  share of synthesized area (%)
XOR/XNOR                                16                           3.38
buffers and inverters                   36                           4.16
multiplexers                             4                          0.995
AND-OR/OR-AND                           69                           11.9
AND/OR/NAND/NOR                        114                           14.4
flip-flops                              82                           59.3
adder cells (fa/ha/maj)                 19                           5.73
other                                    1                         0.0904
-- registers in the layout (all words and copies together), names as in the netlist --
name and flops:
CU_fault_flag 1, data_send 1, idx 4, msg_delay 16, msg_container 44, next_pickup_flag 1, msg 8, msg_send 1
RU_fault_flag 1, EU_fault_flag 1, next_deposit_flag 1, STATE 2, next_fault_flag 1
-- power by group through the flow --
stage / Clock, uW / Sequential, uW / Combinational (uW)
4_1_cts: 750 / 1040 / 205
5_1_grt: 776 / 1040 / 229
6_report: 731 / 1030 / 203
-- how the worst min path moves through the flow --
stage                     to                start  depth (start not counted)  slack, ns
after CTS             msg[6]  msg_container[0][6]                          2       0.56
after global routing  msg[6]  msg_container[0][6]                          2       0.57
final                 msg[6]  msg_container[0][6]                          2       0.55
-- cells in the final DEF, fill, tap and decap left out, types with 5 or more instances in the layout --
cell type	instances
a21oi_1	15
a22oi_1	9
a31oi_1	5
and2_1	9
and3_1	5
clkbuf_16	9
clkdlybuf4s50_1	21
conb_1	6
edfxtp_1	82
ha_1	19
inv_1	21
nand2_1	23
nand2b_1	5
nand3_1	8
nand4_1	5
nor2_1	32
nor2b_1	5
o22ai_1	5
xnor2_1	12
-- routing by layer --
layer,vias to the layer above,GRT usage (%),wire length [um]
met1,1257,18.5,3690
met2,93,17.4,3500
met3,7,4.08,549
met4,0,1.88,129
li1,1308,-,-
met5,-,0,0
-- per-stage QoR --
step | cell area (um^2) | total power, uW | hold WS [ns] | setup slack [ns] | cells
floorplan | 4170 | 1170 | 0.491 | 2.01 | 346
global placement | 4520 | 1250 | 0.534 | 1.20 | 530
detailed placement | 4520 | 1250 | 0.543 | 1.15 | 530
CTS | 4810 | 1990 | 0.561 | 1.43 | 546
global route | 4810 | 2050 | 0.567 | 1.12 | 546
finish | 4810 | 1970 | 0.555 | 1.45 | 546
-- final cells by class --
cell class	count	area share [%]
repair buffers	23	4.69
well taps	176	4.58
inverters	21	1.64
clock buffers	11	4.84
flip-flops and latches	82	51.2
clock inverters	5	1.15
multi-input cells	228	31.9
-- critical path, cell delays in order (launching register included) --
cell and delay, ns:
edfxtp_1 0.45, inv_1 0.13, ha_1 0.59, a22o_1 0.22, a221oi_1 0.07, o211ai_1 0.30
nand4_1 0.19, nor4_4 0.48, a31oi_1 0.15
Power figures rest on the tool's default switching activity, not on a simulated workload.
