**design/flow/config.mk**
```make
export PLATFORM = sky130hd
export DESIGN_NAME = path_mapping
export DESIGN_NICKNAME = path_mapping
export VERILOG_FILES = /design/flow/design.v
export SDC_FILE = /design/flow/constraint.sdc
export NUM_CORES = 4
export LEC_CHECK = 1
export CORE_UTILIZATION = 50
```
**design/flow/constraint.sdc**
```tcl
current_design path_mapping

set clk_period 4.3
set clk_io_pct 0.2

create_clock -name clk0 -period $clk_period [get_ports {clk_3125KHz}]

set non_clock_inputs [all_inputs -no_clocks]
set_input_delay [expr $clk_period * $clk_io_pct] -clock clk0 $non_clock_inputs
set_output_delay [expr $clk_period * $clk_io_pct] -clock clk0 [all_outputs]
```
**design/flow/design.v**
```verilog
module path_mapping(
		input node_flag,
		input clk_3125KHz,
		input path_input,
		input CPU_start,
		input [4:0] path_planned,
		input node_changed,
		input switch_key,
		output  [1:0] turn_flag,
		output  [4:0] realtime_pos,
		output reg [4:0] curr_node
);
reg [1:0] STATE = 0;
reg [1:0] curr_dir=0;
reg [1:0] next_dir=0;
reg [19:0] node_rel [29:0];
reg [4:0] path_planned_array [24:0];
reg [4:0] j=0,k=0;
reg [4:0] next_node;
reg [19:0] temp;
reg [3:0] idx = 0;
reg [1:0] turn;
reg [1:0] diff;
reg [4:0] pos = 0;
 initial begin
        node_rel[0] = {5'd1,5'dx,5'dx,5'dx};
        node_rel[1] = {5'dx,5'd29,5'd0,5'd2};												 
        node_rel[2] = {5'd8,5'd1,5'd3,5'dx}; 
        node_rel[3] = {5'd2,5'd28,5'dx,5'd4};       
        node_rel[4] = {5'd5,5'd3,5'dx,5'd6};
        node_rel[5] = {5'dx,5'dx,5'd4,5'dx};
        node_rel[6] = {5'd7,5'dx,5'd4,5'dx};
        node_rel[7] = {5'dx,5'd8,5'd6,5'dx};
        node_rel[8] = {5'd12,5'd9,5'd2,5'd7};
        node_rel[9] = {5'd11,5'dx,5'd10,5'd8};
        node_rel[10] = {5'd9,5'dx,5'dx,5'dx};
        node_rel[11] = {5'dx,5'dx,5'd9,5'dx};
        node_rel[12] = {5'dx,5'd19,5'd8,5'd13};
        node_rel[13] = {5'd14,5'dx,5'd12,5'dx};
        node_rel[14] = {5'dx,5'd16,5'd15,5'd13};
        node_rel[15] = {5'd14,5'dx,5'dx,5'dx};
        node_rel[16] = {5'dx,5'd18,5'd17,5'd14};
        node_rel[17] = {5'd16,5'dx,5'dx,5'dx};
        node_rel[18] = {5'd16,5'dx,5'd19,5'dx};
        node_rel[19] = {5'dx,5'd18,5'd20,5'd12};
        node_rel[20] = {5'd19,5'd24,5'd29,5'd21};
        node_rel[21] = {5'd23,5'd20,5'd22,5'dx};
        node_rel[22] = {5'd21,5'dx,5'dx,5'dx};
        node_rel[23] = {5'dx,5'dx,5'd21,5'dx};
        node_rel[24] = {5'dx,5'd25,5'dx,5'd20};		
        node_rel[25] = {5'dx,5'dx,5'd26,5'd24};
        node_rel[26] = {5'd27,5'd25,5'dx,5'd28};
        node_rel[27] = {5'dx,5'dx,5'd26,5'dx};
        node_rel[28] = {5'd29,5'd26,5'dx,5'd3};
        node_rel[29] = {5'd20,5'dx,5'd28,5'd1};
end 
always @(posedge clk_3125KHz) begin
		if (path_input) begin															 
			path_planned_array[idx] <= path_planned;
			idx <= idx + 1;
			next_node <= path_planned_array[1];
			j <= 0;
			k <= 0;
			STATE <= 2'b01;
		end
		else begin
			idx <= 0;
			temp<=node_rel[curr_node];
			if (node_flag) begin
				pos <= curr_node;
			end
			if (node_changed) begin														 
				curr_node<=path_planned_array[j];
				next_node<=path_planned_array[j+1];
				k<=0;
				STATE <= 2'b01;
				curr_dir<= next_dir;													 
			end
			case(STATE)
				2'b00:begin
				end
				2'b01: begin
					if ( {temp[k+4],temp[k+3],temp[k+2],temp[k+1],temp[k]}==next_node ) begin
						case(k) 
							5'd0  : next_dir <= 3; 									  
							5'd5  : next_dir <= 2;                              					 
							5'd10 : next_dir <= 1;                             						 
							5'd15 : next_dir <= 0;                             
						endcase
						STATE <= 2'b10;
					end
					else k <= k + 5;
				end
				2'b10:begin 
					if(next_dir > curr_dir) begin						
							case (next_dir - curr_dir)
								2'd0: turn <= 2'd0;                    
								2'd1: turn <= 2'd1;
								2'd2: turn <= 2'd2;
								2'd3: turn <= 2'd3;
							endcase
					end
					else begin																		 
						case (curr_dir - next_dir)
							2'd0: turn <= 2'd0;
							2'd1: turn <= 2'd3;
							2'd2: turn <= 2'd2;
							2'd3: turn <= 2'b1;
						endcase 
					end
					STATE <= 1'b0;
					j <= j + 1;
				end
			endcase
	end
end
assign turn_flag=turn;
assign realtime_pos=pos;
endmodule 
```
**design/flow/run.sh**
```bash
#!/bin/bash
# OpenROAD 26Q1-2900-gdf79404cd8, Yosys 0.63+post, stock flow scripts
make -C /OpenROAD-flow-scripts/flow DESIGN_CONFIG=/design/flow/config.mk WORK_HOME=/design/flow/orfs finish
```
==> impl_metrics.toml <==
# flow metrics
[cts]
cts_buffers = 17
cts_max_path_buffers = 2
cts_hold_buf = 0
clock-sinks = 136
clk_latency_ns = 0.42
cts-root-buf = "clkbuf_16"
cts_tree = "yes"
post_cts_resized = 0
clkTransAtPathRegs_ns = 0.06
htree_levels = 4
postCtsSetupBuffers = 0

[synth]
syn_inst = 545
syn-cell-area_um2 = 7460
yosys_area_um2 = 7460
syn_avg_cell_area_um2 = 13.7
yosysWarnings = 1
postSynth.asyncResetShare_pct = 0
ys_seq_share_pct = 52.7
ys_types = 56
edf_count = 121
numSynthFlops = 136
ys_cells = 545
ff_type = "edfxtp_1"

[placement]
placed_area_um2 = 7810
dpl_worst_slack_ns = 0.861
io_buffers = 20
gp_congestion = 0.908
hpwl_um = 10800

[detailed_routing]
vias = 4645
met1Wirelength_um = 6840
diodes = 0
drtAntennaViolNets = 0
top_layer = "met4"
remaining_drc_errors = 0
wl_met2_um = 7070
firstDrtPassIters = 6
drtIter0Drc = 390
wl_per_cell_um = 21.0
met3_wirelength_um = 1690
wl_um = 15800
via_per_inst = 6.18

[min_path]
hold_depth = 1
worstHoldStart = "idx[0]$_SDFF_PN0_"
min_path_type = "register to register"
hold-path-endpoint = "idx[0]$_SDFF_PN0_"

[critical_path]
path_class = "register to register"
ff2ff_path_depth = 8
rrSetupSlack_ns = 0.85
worstSetupStartpointType = "register"
path_buffers = 1
crit_chain = "buf_4, mux2_1, o211ai_1, nor2_1, o41ai_2, xor2_1, nand4_4, a2111oi_2"
r2r_end = "next_dir[0]$_DFFE_PP_"
r2r_start = "k[0]$_SDFF_PP0_"
end_kind = "register"
crit_required_ns = 4.38
cp_top_family = "AND-OR/OR-AND gates"
max_stage_delay_ns = 0.87
cp_max_fo = 16
crit_path_top_delay_cell = "dfxtp_1"
arrival_ns = 3.53

[outcome]
outcome = "complete, no violations"

[floorplanning]
core_um2 = 14500
rows = 44
die_h_um = 124
dieArea_um2 = 15400
die_x_um = 124
initial_core_util_pct = 51.3
io_pins = 23

[timing]
period_minus_slack_ns = 3.45
rsz0062_at_grt = "false"
slew_viol_final = 0
skew_ns = 0.00996
fmax_mhz = 289
worst_pin_slew_ns = 1.01
setup_tns_ns = 0
whs_ns = 0.463
final-hold-violation-count = 0
timing.slew.headroom_pct = 32.3
finalSetupViolations = 0
layout_setup_ws_ns = 0.845
period_used_pct = 80.3

[cells_and_area]
final_common_cell = "edfxtp_1"
fill_cells = 1112
stdcell_area_um2 = 8440
layout_top_cells = "edfxtp_1 (121), mux4_2 (55), nand2_1 (47)"
drive_above_1_share_pct = 19.7
syn2layout_area_growth_pct = 13.0

[pwr]
p_comb_share_pct = 21.0
p_switching_mw = 1.10
power.density_nw_per_um2 = 475
power.share.clock_pct = 38.0
p_int_mw = 2.91
power_frac_seq_pct = 41.0
max-vdd-ir-drop_mv = 0.324
p_total_mw = 4.01
total_leakage_power_nw = 2.87
switching_share_pct = 27.5

[run]
warnings = 39
drv_cap = 0

[global_routing]
grt_pass1_wl_um = 24500
grt_start_max_net_pins = 44
antenna_found_initial = 0
grt_overflow = 0
grt_pass1_vias = 4506
track_usage_pct = 23.8
[power by group through the flow]
stage     logic (mW)  registers (mW)  clock network [mW]
5_1_grt        0.919            1.66                1.61
6_report       0.843            1.65                1.52
4_1_cts        0.846            1.65                1.55
[synthesized netlist by cell type, types with 3 or more instances]
| master | instances | area, µm² |
|---|---|---|
| buf_1 | 8 | 30.0 |
| o211ai_1 | 8 | 60.1 |
| edfxtp_1 | 121 | 3630 |
| and2_1 | 5 | 31.3 |
| a211o_1 | 3 | 26.3 |
| and3_1 | 4 | 25.0 |
| a22oi_1 | 3 | 22.5 |
| buf_2 | 5 | 25.0 |
| a31oi_1 | 9 | 56.3 |
| nand2_1 | 47 | 176 |
| or2_2 | 3 | 18.8 |
| a211oi_1 | 3 | 22.5 |
| nand2b_1 | 4 | 25.0 |
| nor3_1 | 8 | 40.0 |
| xnor2_1 | 4 | 35.0 |
| nand3_1 | 8 | 40.0 |
| inv_1 | 19 | 71.3 |
| xor2_1 | 9 | 78.8 |
| a21oi_1 | 21 | 105 |
| o21ai_0 | 22 | 110 |
| ha_1 | 18 | 225 |
| nor2_1 | 42 | 158 |
| clkbuf_1 | 26 | 97.6 |
| o22ai_1 | 7 | 43.8 |
| nor2b_1 | 9 | 56.3 |
| mux4_2 | 55 | 1240 |
| mux4_1 | 7 | 184 |
| mux2i_1 | 17 | 170 |
| o31ai_1 | 4 | 30.0 |
| dfxtp_1 | 15 | 300 |
[state kept, by name, indices dropped and copies added, names as in the netlist, 4 cells and up]
name	cells
path_planned_array	80
temp	20
curr_node	5
k	5
next_node	5
pos	5
idx	4
j	4
[how the worst max path moves through the flow]
stage,start,depth (start not counted),end
CTS,k[0]$_SDFF_PP0_,8,next_dir[0]$_DFFE_PP_
global route,k[0]$_SDFF_PP0_,8,next_dir[0]$_DFFE_PP_
finish,k[0]$_SDFF_PP0_,8,next_dir[0]$_DFFE_PP_
[metal layers]
layer | track usage, % | vias to the layer above
met5 | 0 | -
met4 | 2.60 | 0
met3 | 11.4 | 18
met2 | 32.0 | 182
met1 | 40.6 | 2292
li1 | - | 2153
[stage by stage]
stage               util, %  instances
floorplan                 -        545
global placement       53.7        720
detailed placement     53.7        720
CTS                    58.0        752
global route           58.0        752
finish                 58.0        752
[cells by family (layout without fill, tap and decap cells)]
family                   after synthesis  after routing  share of synthesized area, %
AND-OR/OR-AND                         94             94                          8.35
XOR/XNOR                              13             13                          1.53
adder cells (fa/ha/maj)               19             19                          3.29
buffers and inverters                 62             85                          3.40
flip-flops                           136            136                          52.7
multiplexers                          84             84                          22.1
AND/OR/NAND/NOR                      137            137                          8.57
[cell type report]
class | count | area (µm²) | share of cell area (%)
repair buffers | 32 | 290 | 3.44
clock buffers | 18 | 429 | 5.09
well taps | 184 | 230 | 2.73
flip-flops and latches | 136 | 3940 | 46.6
multi-input cells | 347 | 3270 | 38.8
inverters | 21 | 78.8 | 0.934
clock inverters | 14 | 198 | 2.34
